==> flow/design.v <==
module Knowles(
    input  [63:0] A, B,
    input         Cin,
    output [63:0] Sum,
    output        Cout
);
    wire [63:0] G0, P0;
    assign G0 = A & B;
    assign P0 = A ^ B;
    wire [63:0] G1, P1;
    wire [63:0] G2, P2;
    wire [63:0] G3, P3;
    wire [63:0] G4, P4;
    wire [63:0] G5, P5;
    wire [63:0] G6, P6;
    assign G1[0] = G0[0];
    assign P1[0] = P0[0];
    genvar i;
    generate
        for (i = 1; i < 64; i = i + 1) begin
            assign G1[i] = G0[i] | (P0[i] & G0[i-1]);
            assign P1[i] = P0[i] & P0[i-1];
        end
    endgenerate
    assign G2[1:0] = G1[1:0];
    assign P2[1:0] = P1[1:0];
    generate
        for (i = 2; i < 64; i = i + 1) begin
            assign G2[i] = G1[i] | (P1[i] & G1[i-2]);
            assign P2[i] = P1[i] & P1[i-2];
        end
    endgenerate
    assign G3[3:0] = G2[3:0];
    assign P3[3:0] = P2[3:0];
    generate
        for (i = 4; i < 64; i = i + 1) begin
            assign G3[i] = G2[i] | (P2[i] & G2[i-4]);
            assign P3[i] = P2[i] & P2[i-4];
        end
    endgenerate
    assign G4[7:0] = G3[7:0];
    assign P4[7:0] = P3[7:0];
    generate
        for (i = 8; i < 64; i = i + 1) begin
            assign G4[i] = G3[i] | (P3[i] & G3[i-8]);
            assign P4[i] = P3[i] & P3[i-8];
        end
    endgenerate
    assign G5[15:0] = G4[15:0];
    assign P5[15:0] = P4[15:0];
    generate
        for (i = 16; i < 64; i = i + 1) begin
            assign G5[i] = G4[i] | (P4[i] & G4[i-16]);
            assign P5[i] = P4[i] & P4[i-16];
        end
    endgenerate
    assign G6[31:0] = G5[31:0];
    assign P6[31:0] = P5[31:0];
    generate
        for (i = 32; i < 64; i = i + 1) begin
            if(i % 2 == 0) begin
                assign G6[i] = G5[i] | (P5[i] & G5[i-31]);
                assign P6[i] = P5[i] & P5[i-31];
            end
            else begin
                assign G6[i] = G5[i] | (P5[i] & G5[i-32]);
                assign P6[i] = P5[i] & P5[i-32];            
            end
        end
    endgenerate
    wire [64:0] C;
    assign C[0] = Cin;
    generate
        for (i = 0; i < 64; i = i + 1) begin
            assign C[i+1] = G6[i] | (P6[i] & Cin);
        end
    endgenerate
    assign Sum  = P0 ^ C[63:0];
    assign Cout = C[64];
endmodule
==> flow/run.sh <==
#!/bin/bash
# OpenROAD 26Q1-2900-gdf79404cd8, Yosys 0.63+post, stock flow scripts
make -C /OpenROAD-flow-scripts/flow DESIGN_CONFIG=/design/flow/config.mk WORK_HOME=/design/flow/orfs finish
==> flow/config.mk <==
export PLATFORM = sky130hd
export DESIGN_NAME = Knowles
export DESIGN_NICKNAME = Knowles
export VERILOG_FILES = /design/flow/design.v
export SDC_FILE = /design/flow/constraint.sdc
export NUM_CORES = 4
export LEC_CHECK = 1
export CORE_UTILIZATION = 40
==> flow/constraint.sdc <==
current_design Knowles

set clk_period 12.3
set clk_io_pct 0.2

create_clock -name clk0 -period $clk_period

set non_clock_inputs [all_inputs -no_clocks]
set_input_delay [expr $clk_period * $clk_io_pct] -clock clk0 $non_clock_inputs
set_output_delay [expr $clk_period * $clk_io_pct] -clock clk0 [all_outputs]
==> results.json <==
{
  "die-width_um": 92.46,
  "synth_seq_share": 0,
  "path_common_cell": "clkdlybuf4s50_1",
  "cp-end-kind": "primary output",
  "rows": 32,
  "grt_overflow": 0,
  "antenna_found_initial": 0,
  "diodes": 0,
  "cp_data_required_time_ns": 9.84,
  "mux_share": 0.003058,
  "tns_ns": 0,
  "topCellsByArea": "ha_1 24%, xnor2_1 11%, a21oi_1 9.6%",
  "synth_area_mm2": 0.003273,
  "warnings": 33,
  "grt_max_degree": 8,
  "drive_above_1_share": 0.02615,
  "endpoint": "Sum[60]",
  "worst-path-max-fanout": 6,
  "fp.dieH_um": 92.46,
  "start_kind": "input pin",
  "fmax_ghz": 0.1194,
  "cpLargestDelayFamily": "AND-OR/OR-AND gates",
  "hold_violations": 0,
  "routabilityCongestion": 0.9262,
  "dpl.hpwl_um": 8763,
  "wl_um": 9894,
  "critPathKind": "in2out",
  "ys_cells": 458,
  "fin_crit_sh": 0.6812,
  "grt_pass1_vias": 3783,
  "ys_sh_xor": 0.1552,
  "setup_viol": 0,
  "fp_util": 0.4192,
  "cts_resized": 0,
  "final_util": 0.6833,
  "portBuffers": 194,
  "first_pass_iters": 4,
  "drt-wirelength-per-cell_um": 13.16,
  "cap_violations": 0,
  "final_area_mm2": 0.005335,
  "chipArea_mm2": 0.008549,
  "logic_family": "AND-OR/OR-AND gates",
  "grt_pass1_wl_um": 16000,
  "core-area_mm2": 0.007807,
  "p_leak_nw": 2.270,
  "seq_cell_count": 0,
  "synthDistinctLibCells": 52,
  "whs_ns": 6.006,
  "worstPathArrival_ns": 5.92,
  "rsz0062_at_grt": "false",
  "place_area_mm2": 0.005335,
  "ys_sh_simple": 0.2221,
  "hp-class": "in2out",
  "min_period_ns": 8.379,
  "final_max_slew_viol_count": 0,
  "outcome": "finished clean",
  "cpMaxStageDelayCell": "o31ai_1",
  "yosys.area.top_type": "ha_1",
  "adder_share": 0.2508,
  "yosys.cell_count.top_type": "ha_1",
  "path_depth": 12,
  "synthToLayoutAreaGrowth_pct": 63.00,
  "pwr_density_cell_mw_per_mm2": 56.85,
  "avgSynthCellArea_um2": 7.147,
  "cp_cell_sequence": "clkdlybuf4s50_1, ha_1, a211oi_1, o211ai_1, a311oi_1, or4_1, a311oi_2, o31ai_1, o21ai_2, a31oi_1, xnor2_1, clkdlybuf4s50_1",
  "holdBufCountCts": 0,
  "netlist_instances": 458,
  "ir_drop_mv": 0.02998,
  "dr_total_vias": 4036,
  "n_clock_buffer": 0,
  "regArea_um2": 0,
  "worst_pin_slew_ns": 0.5286,
  "boundaryPins": 194,
  "aoi_share": 0.3505,
  "worst-path-buf-inv": 2,
  "ys_chip_area_mm2": 0.003273,
  "post_cts_buffers": 0,
  "synthTopCellsByCount": "64 x ha_1, 63 x a21oi_1, 40 x xnor2_1",
  "cpPeakStageDelay_ns": 0.48,
  "cp-startpoint": "A[15]",
  "slew_headroom": 0.6439,
  "grt_usage": 0.2238,
  "drt_first_iter_violations": 92,
  "yosysTopAreaCellShare": 0.2446,
  "via_per_inst": 5.367,
  "ant_nets": 0,
  "synth_warnings": 0,
  "drc": 0,
  "p_total_w": 0.0003033
}
==> report_power, final <==
| part | total (W) | leakage, nW | switching [W] | internal [W] |
|---|---|---|---|---|
| combinational | 0.000303 | 2.27 | 0.000115 | 0.000188 |
| clock | 0 | 0 | 0 | 0 |
| sequential | 0 | 0 | 0 | 0 |
==> routing by layer <==
metal / routed length [µm] / GRT usage / up-vias
met5: 0 / 0 / -
met2: 4483 / 0.3901 / 144
met3: 783 / 0.03926 / 2
li1: - / - / 2118
met1: 4598 / 0.3027 / 1772
met4: 29 / 0.009115 / 0
==> metrics by stage <==
stage / setup WS (ns) / cells
2_1_floorplan: 5.097 / 458
3_3_place_gp: 3.927 / 752
3_5_place_dp: 3.918 / 752
4_1_cts: 3.922 / 752
5_1_grt: 3.670 / 752
6_report: 3.921 / 752
==> area by class of cell <==
type	count	area (µm²)
fill	673	2472
timing repair buffer	194	1942
multi-input combinational	442	3213
inverter	14	52.55
tap	102	127.6
==> worst min-delay path, stage by stage <==
cell and delay [ns]:
clkdlybuf4s50_1 0.46, ha_1 0.16, xor2_1 0.07, clkdlybuf4s50_1 0.39
==> logic make-up (layout without fill, tap and decap cells) <==
family / after synthesis / in the layout
multiplexers: 1 / 1
XOR/XNOR: 58 / 58
buffers and inverters: 16 / 208
AND-OR/OR-AND: 177 / 177
adder cells (fa/ha/maj): 65 / 65
AND/OR/NAND/NOR: 141 / 141
==> worst min-delay path by stage <==
stage         start  slack [ns]  endpoint  depth (start not counted)
CTS            B[4]        6.01    Sum[4]                          4
global route   B[3]        6.04    Sum[3]                          4
finish         B[4]        6.01    Sum[4]                          4
==> cell usage in the layout, fill, tap and decap left out, drive strengths merged, types with 13 or more instances in the layout <==
cell type      instances
a21oi                 63
inv                   14
nor2                  39
clkdlybuf4s50        194
o21ai                 29
nand2                 35
xor2                  18
xnor2                 40
a21o                  27
ha                    64
o21bai                13
Power and IR drop assume default switching activity.
