## /design/flow/config.mk

```make
export PLATFORM = sky130hd
export DESIGN_NAME = Booth
export DESIGN_NICKNAME = Booth
export VERILOG_FILES = /design/flow/design.v
export SDC_FILE = /design/flow/constraint.sdc
export NUM_CORES = 4
export LEC_CHECK = 1
export CORE_UTILIZATION = 30
```

## /design/flow/constraint.sdc

```tcl
current_design Booth

set clk_period 19.6
set clk_io_pct 0.2

create_clock -name clk0 -period $clk_period [get_ports {CLK}]

set non_clock_inputs [all_inputs -no_clocks]
set_input_delay [expr $clk_period * $clk_io_pct] -clock clk0 $non_clock_inputs
set_output_delay [expr $clk_period * $clk_io_pct] -clock clk0 [all_outputs]
```

## /design/flow/design.v

```verilog
module Booth #(
    parameter WIDTH = 32,
    parameter N     = WIDTH / 2    
)(
    input  CLK, RST,
    input  [WIDTH-1:0] x, y,
    output reg [2*WIDTH-1:0] p
);
    reg  [2:0] cc [0:N-1];                    
    reg  signed [WIDTH:0] pp  [0:N-1];        
    reg  signed [2*WIDTH-1:0] spp [0:N-1];    
    reg  signed [WIDTH:0] inv_x;              
    wire signed [2*WIDTH-1:0] prod;           
    integer kk;
    always @(*) begin
        inv_x = {~x[WIDTH-1], ~x} + 1;
        cc[0] = {y[1], y[0], 1'b0};
        for (kk = 1; kk < N; kk = kk + 1)
            cc[kk] = {y[2*kk + 1], y[2*kk], y[2*kk - 1]};
        for (kk = 0; kk < N; kk = kk + 1) begin
            case (cc[kk])
                3'b000, 3'b111: pp[kk] = 0;                       
                3'b001, 3'b010: pp[kk] = {x[WIDTH-1], x};         
                3'b011:         pp[kk] = {x, 1'b0};               
                3'b100:         pp[kk] = {inv_x[WIDTH-1:0], 1'b0};  
                3'b101, 3'b110: pp[kk] = inv_x;                   
                default:        pp[kk] = 0;
            endcase
            spp[kk] = $signed(pp[kk]) <<< (2 * kk);
        end
    end
    wire [63:0] S0,  C0,  S1,  C1,  S2,  C2,  S3,  C3,  S4,  C4;
    wire [63:0] S5,  C5,  S6,  C6,  S7,  C7;
    wire [63:0] S8,  C8,  S9,  C9;
    wire [63:0] S10, C10, S11, C11;
    wire [63:0] S12, C12;
    wire [63:0] S13, C13;
    CSA csa1 (.A(spp[0]),  .B(spp[1]),  .C(spp[2]),  .Sum(S0),  .Carry(C0));
    CSA csa2 (.A(spp[3]),  .B(spp[4]),  .C(spp[5]),  .Sum(S1),  .Carry(C1));
    CSA csa3 (.A(spp[6]),  .B(spp[7]),  .C(spp[8]),  .Sum(S2),  .Carry(C2));
    CSA csa4 (.A(spp[9]),  .B(spp[10]), .C(spp[11]), .Sum(S3),  .Carry(C3));
    CSA csa5 (.A(spp[12]), .B(spp[13]), .C(spp[14]), .Sum(S4),  .Carry(C4));
    CSA csa6 (.A(S0),  .B({C0[62:0],1'b0}), .C(S1),  .Sum(S5),  .Carry(C5));
    CSA csa7 (.A({C1[62:0],1'b0}), .B(S2),  .C({C2[62:0],1'b0}), .Sum(S6), .Carry(C6));
    CSA csa8 (.A(S3),  .B({C3[62:0],1'b0}), .C(S4),  .Sum(S7),  .Carry(C7));
    CSA csa9  (.A(S5), .B({C5[62:0],1'b0}), .C(S6),  .Sum(S8),  .Carry(C8));
    CSA csa10 (.A({C6[62:0],1'b0}), .B(S7), .C({C7[62:0],1'b0}), .Sum(S9), .Carry(C9));
    CSA csa11 (.A(S8), .B({C8[62:0],1'b0}), .C(S9),  .Sum(S10), .Carry(C10));
    CSA csa12 (.A({C9[62:0],1'b0}), .B({C4[62:0],1'b0}), .C(spp[15]), .Sum(S11), .Carry(C11));
    CSA csa13 (.A(S10), .B({C10[62:0],1'b0}), .C(S11), .Sum(S12), .Carry(C12));
    CSA csa14 (.A(S12), .B({C12[62:0],1'b0}), .C({C11[62:0],1'b0}), .Sum(S13), .Carry(C13));
    reg signed [63:0] C13_reg, S13_reg;
    always @(posedge CLK) begin
        if (RST) begin
            C13_reg <= 0;
            S13_reg <= 0;
        end else begin
            C13_reg <= C13;
            S13_reg <= S13;
        end
    end
    KSA CPA (.A(S13_reg), .B({C13_reg[62:0],1'b0}), .Cin(1'b0), .Sum(prod));
    always @(posedge CLK) begin
        if (RST)
            p <= 0;
        else
            p <= prod;
    end
endmodule
module CSA (
    input  signed [63:0] A, B, C,
    output signed [63:0] Sum, Carry
);  
    genvar i;
    generate
        for (i = 0; i < 64; i = i + 1) begin : CSA_LOOP
            assign Sum[i] = A[i] ^ B[i] ^ C[i];
            assign Carry[i] = ((A[i] ^ B[i]) & C[i]) | (!(A[i] ^ B[i]) & A[i]);
        end
    endgenerate
endmodule
module KSA(
    input  [63:0] A, B,
    input         Cin,
    output [63:0] Sum,
    output        Cout
);
    wire [63:0] G0, P0;
    assign G0 = A & B;
    assign P0 = A ^ B;
    wire [63:0] G1, P1;
    wire [63:0] G2, P2;
    wire [63:0] G3, P3;
    wire [63:0] G4, P4;
    wire [63:0] G5, P5;
    wire [63:0] G6, P6;
    assign G1[0] = G0[0];
    assign P1[0] = P0[0];
    genvar i;
    generate
        for (i = 1; i < 64; i = i + 1) begin
            assign G1[i] = G0[i] | (P0[i] & G0[i-1]);
            assign P1[i] = P0[i] & P0[i-1];
        end
    endgenerate
    assign G2[1:0] = G1[1:0];
    assign P2[1:0] = P1[1:0];
    generate
        for (i = 2; i < 64; i = i + 1) begin
            assign G2[i] = G1[i] | (P1[i] & G1[i-2]);
            assign P2[i] = P1[i] & P1[i-2];
        end
    endgenerate
    assign G3[3:0] = G2[3:0];
    assign P3[3:0] = P2[3:0];
    generate
        for (i = 4; i < 64; i = i + 1) begin
            assign G3[i] = G2[i] | (P2[i] & G2[i-4]);
            assign P3[i] = P2[i] & P2[i-4];
        end
    endgenerate
    assign G4[7:0] = G3[7:0];
    assign P4[7:0] = P3[7:0];
    generate
        for (i = 8; i < 64; i = i + 1) begin
            assign G4[i] = G3[i] | (P3[i] & G3[i-8]);
            assign P4[i] = P3[i] & P3[i-8];
        end
    endgenerate
    assign G5[15:0] = G4[15:0];
    assign P5[15:0] = P4[15:0];
    generate
        for (i = 16; i < 64; i = i + 1) begin
            assign G5[i] = G4[i] | (P4[i] & G4[i-16]);
            assign P5[i] = P4[i] & P4[i-16];
        end
    endgenerate
    assign G6[31:0] = G5[31:0];
    assign P6[31:0] = P5[31:0];
    generate
        for (i = 32; i < 64; i = i + 1) begin
             assign G6[i] = G5[i] | (P5[i] & G5[i-32]);
             assign P6[i] = P5[i] & P5[i-32];          
        end
    endgenerate
    wire [64:0] C;
    assign C[0] = Cin;
    generate
        for (i = 0; i < 64; i = i + 1) begin
            assign C[i+1] = G6[i] | (P6[i] & Cin);
        end
    endgenerate
    assign Sum  = P0 ^ C[63:0];
    assign Cout = C[64];
endmodule
```

## /design/flow/run.sh

```bash
#!/bin/bash
# OpenROAD 26Q1-2900-gdf79404cd8, Yosys 0.63+post, stock flow scripts
make -C /OpenROAD-flow-scripts/flow DESIGN_CONFIG=/design/flow/config.mk WORK_HOME=/design/flow/orfs finish
```

==> run summary <==
Summary of the current implementation state.

- The flow ran to the end, and the final reports show no timing, DRC or antenna violations.
- For flop-to-flop paths, the worst setup slack is 14.30 ns.
- The logic area is 41500 um^2, for reference.
- After clock tree synthesis, the setup repair step added 0 buffers.
- The total via count in the routed design is approximately 57000, for reference.
- The net switching fraction of the power is 0.493, for reference.
- The end-of-flow timing check tallies setup violations at 0.
- The pin slew with the least headroom to its limit is 1.46 ns, for reference.
- The internal power is 4.14 mW, for reference.
- Of the available clock period, the critical path in the final layout requires 0.602.
- The total negative setup slack is 0 ns, for reference.
- The largest net degree at the start of global routing is 74, for reference.
- The synthesis-to-layout area growth is 9.81%, for reference.
- The deepest level of the CTS H-tree is 4, for reference.
- The top cell types in the final layout, fill and taps aside, are 764 x xnor2_1, 633 x nor2_1, 596 x nand2_1, 572 x o21ai_0, 524 x a21oi_1.
- The type recorded for the worst min-delay path is reg2reg.
- The most numerous logic cell after layout is xnor2_1, for reference.
- The origin of the worst setup path is x[0], for reference.
- Summing over the stages, the warning tally comes to 25.
- Each instance of the synthesized netlist takes up on average 7.06 um^2.
- The sequential standard cell area is about 3700 um^2, for reference.
- The final estimated routing congestion in global placement is 1.11, for reference.
- Of the synthesized area, sequential elements account for 0.0767.
- The filler cell count in the final layout is about 17000, for reference.
- The TritonCTS clock tree is built, for reference.
- The worst max-slew margin expressed relative to the limit is 0.0198, for reference.
- The routed design shows a via density per instance of 6.43.
- Per the GRT congestion report, total overflow comes to 0.
- The count of nets left with antenna violations once routing finished came out at 0.
- Dividing total power by cell area gives a power density of 155 nW/um^2.
- The delay contributed by the slowest stage of the critical path is 0.78 ns, for reference.
- The clock period could shrink to 11.81 ns.
- The overall chip area is 162000 um^2, for reference.
- The max-slew violation total from the final report is 0, for reference.
- The setup path with the least slack is of type in2reg.
- The share of flip-flops with an asynchronous set or reset is 0, for reference.
- For the worst setup path, the data required time is 19.99 ns.
- The HPWL after detailed placement is 244000 um.
- The cell class contributing the biggest share of worst-path delay is simple AND/OR/NAND/NOR gates, for reference.
- The total clock sinks is 184, for reference.
- The post-synthesis cell area is 48000 um^2, for reference.
- The cell count after synthesis came out at 6806.
- From left edge to right edge, the die measures 402 um.
- The maximum vdd ir drop is 0.000115 V, for reference.
- The via count of the first global-routing pass is a little over 50000, for reference.
- The main flop type after synthesis is dfxtp_1, for reference.
- The slowest library cell on the worst path is or4b_4, for reference.
- The chip area line in the Yosys stat output reads about 48000 um^2.
- The initial core utilization is 0.303, for reference.
- For the worst-skew pair, the clock arrives at the later sink with an insertion delay of approximately 0.5 ns.
- The post-synthesis cell count from yosys is about 6800, for reference.
- The synthesis warning total is 7, for reference.
- Per the OpenROAD power report, switching power amounts to roughly 4.0 mW.
- The fraction of power consumed by the clock network is 0.042, for reference.
- The number of top-level pins is 130, for reference.
- In this run the critical path is formed by clkdlybuf4s50_1, buf_4, clkinv_1, ha_1, or4b_4, nor4_4, buf_4, nand3_2, a32o_1, a221oi_2, maj3_1, a21oi_1, or2_1, a21oi_1, o22ai_1, fa_1, xnor3_1, xor2_1, or2_2, nand2_1, xor2_1, nor2_1.
- The arrival time of data at the critical path endpoint is 12.19 ns, for reference.
- Per the final layout report, the fraction of cells sized above drive strength 1 comes to 0.0975.
- The kind of launch point of the worst setup path is an input port, for reference.
- The register clock-pin slew on the reported worst setup and hold paths is 0.08 ns, for reference.
- The number of CTS-inserted buffers is 17, for reference.
- Per the CTS log, the root buffer master is clkbuf_16.
- The largest fanout on the critical path is around 42, for reference.
- The average wire per standard cell is around 36 um, for reference.
- Setup repair after global routing left no endpoint under its margin.
- The relative contribution of sequential cells to total power is 0.073, for reference.
- Detailed-route iteration 0 reported a violation count of roughly 8100.
- Clock skew on the completed layout was measured at between 0.02 and 0.025 ns.
- The first global-routing pass estimated 432000 um of wire.
- The floorplan core area is 159000 um^2, for reference.
- Per the CTS log, the buffer count on the longest clock path is 2.
- The total power consumption of the routed design is 8.16 mW, for reference.
- The sum of buffers and inverters on the critical path is 4, for reference.
- The number of hold buffers added after CTS was 0.
- The quantity of gates resized following cts is 0, for reference.
- The number of hold violations in the final report is 0, for reference.
- In this run, synthesis inferred 0 flip-flops with an integrated enable.
- The row count is around 150, for reference.
- The wire length recorded after detailed routing is about 320000 um.
- Measured in cells, the most critical reg-to-reg path has a length of 19.
- The global router's overall resource usage is 0.388, for reference.
- The pre-antenna-repair detailed-routing pass consisted of 9 iterations.
- The terminus of the critical flop-to-flop path is p[60]$_SDFF_PP0_, for reference.
- The buffer_ports step reported a buffer count of 129.
- The number of antenna violations at the first check in global routing is 12.
- The power share of the combinational group is 0.885, for reference.
- The static leakage power is 19.8 nW, for reference.
- After synthesis, the netlist uses 115 different library cells.
- The launch instance of the worst min-delay path is S13_reg[1]$_SDFF_PP0_, for reference.
- The worst hold path depth is 1, for reference.
- The tool flagged a number of max-cap violations equal to 0.
- The highest achievable clock rate is 84.7 MHz, for reference.
- The worst-case hold path end point is p[1]$_SDFF_PP0_, for reference.
- The worst setup path is captured at a register.
- The residual DRC count is 0, for reference.
- The register bit count reported by yosys is 184, for reference.
- The reg-to-reg startpoint is C13_reg[7]$_SDFF_PP0_, for reference.
- The floorplan die height is 402 um, for reference.
power groups by stage:
stage | sequential [mW] | combinational, mW | clock [mW]
4_1_cts | 0.594 | 7.13 | 0.356
5_1_grt | 0.604 | 7.80 | 0.371
6_report | 0.592 | 7.22 | 0.344
worst max-delay path by stage:
stage / cells after the start / endpoint / slack, ns
final: 22 / S13_reg[61]$_SDFF_PP0_ / 7.79
after global routing: 22 / S13_reg[61]$_SDFF_PP0_ / 7.60
after CTS: 22 / S13_reg[61]$_SDFF_PP0_ / 8.12
routing by layer:
layer  track usage  share of wire  vias to the layer above
met2         0.520           0.39                     3911
li1              -              -                    24500
met1         0.529           0.41                    27300
met4         0.200          0.065                        6
met3         0.158           0.13                      834
met5             0        0.00091                        -
through the flow:
stage / hold slack, ns / utilization / cell area, um^2 / cells / setup WS [ns]
6_report: 0.446 / 0.332 / 52800 / 8797 / 7.79
5_1_grt: 0.461 / 0.332 / 52700 / 8787 / 7.60
4_1_cts: 0.449 / 0.332 / 52700 / 8787 / 8.12
3_5_place_dp: 0.432 / 0.328 / 52100 / 8755 / 7.57
3_3_place_gp: 0.422 / 0.328 / 52100 / 8755 / 7.64
2_1_floorplan: 0.414 / - / 48000 / 6806 / 9.90
Yosys cell counts (all sizes together), types with 101 or more instances:
cell type    n  area (um^2)
mux2i      112         1120
xor2       254         2230
nand2      596         2240
a22oi      111          833
dfxtp      184         3680
o21ai      590         2950
xnor2      783         6970
buf        169          749
maj3       351         3530
nor2       648         2460
nand3      101          516
a21oi      524         2620
clkbuf     458         1720
inv        130          488
o22ai      119          744
nor3       134          727
a221oi     108         1030
nor2b      105          657
ha         129         1610
layout make-up:
cell class              instances  area share
multi-input cells            5843       0.786
diodes                         10    0.000474
repair buffers                504      0.0729
clock inverters                14     0.00282
flip-flops and latches        184      0.0698
inverters                     152      0.0108
clock buffers                  18     0.00814
well taps                    2072      0.0491
cell families after synthesis:
kind of cell,Yosys count,share of synthesized area
compound gates,2233,0.305
simple gates,1861,0.180
xor+xnor,1135,0.238
buf+inv,779,0.0633
fa+ha+maj,484,0.109
flops,184,0.0767
mux,130,0.0288
Power and IR drop assume default switching activity.
